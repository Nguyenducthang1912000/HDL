`./design.v`:
```
module regfile(input clock, input [2:0] address, input en_write, inout [7:0] data);
reg [7:0] registers[7:0];
always @(posedge clock)
    if (en_write)
        registers[address] <= data;
    else
        out_val <= registers[address];
reg [7:0] out_val;
assign data = en_write ? 8'bz : out_val;
endmodule
```
`./run.sh`:
```
#!/bin/bash
# OpenROAD 26Q1-2900-gdf79404cd8, Yosys 0.63+post, stock flow scripts
make -C /OpenROAD-flow-scripts/flow DESIGN_CONFIG=/design/flow/config.mk WORK_HOME=/design/flow/orfs finish
```
`./config.mk`:
```
export PLATFORM = sky130hd
export DESIGN_NAME = regfile
export DESIGN_NICKNAME = regfile
export VERILOG_FILES = /design/flow/design.v
export SDC_FILE = /design/flow/constraint.sdc
export NUM_CORES = 4
export LEC_CHECK = 1
export CORE_UTILIZATION = 40
```
`./constraint.sdc`:
```
current_design regfile

set clk_period 1.9
set clk_io_pct 0.2

create_clock -name clk0 -period $clk_period [get_ports {clock}]

set non_clock_inputs [all_inputs -no_clocks]
set_input_delay [expr $clk_period * $clk_io_pct] -clock clk0 $non_clock_inputs
set_output_delay [expr $clk_period * $clk_io_pct] -clock clk0 [all_outputs]
```
==> flow_metrics.tcl <==
# collected from the flow reports
set metrics [dict create \
    reg2reg_setup_slack_ns 0.52 \
    critPathCaptureType "flip-flop" \
    drt_wl_total_um 4610 \
    hold_path_class "input port to flip-flop" \
    r2r_cells 2 \
    syn-cell-area_sq_mm 0.00280 \
    max-slew-margin-rel 0.724 \
    dieWidth_um 85.7 \
    hold_viol 0 \
    yosysChipArea_sq_mm 0.00280 \
    grt_pass1_vias 1457 \
    finClkSkew_ns 0.00901 \
    place_hpwl_um 3220 \
    min_from "data[4]" \
    vias_per_cell 4.97 \
    powerDensity_mw_per_mm2 898 \
    die-area_sq_mm 0.00734 \
    synth_seq_share 0.772 \
    portBuffers 4 \
    dp_slack_ns -0.228 \
    hold_path_end "registers[6][4]" \
    cp.arrival_ns 1.87 \
    drtIter0Drc 40 \
    grt_usage 0.149 \
    gp_congestion 0.809 \
    cts_tree "built" \
    status "completed" \
    rsz0062_at_grt "no" \
    grt_antenna_before_repair 0 \
    syn_avg_cell_area_sq_um 19.9 \
    layout_top_cells "72 x edfxtp_1, 24 x buf_4, 10 x mux2i_1" \
    finalCriticalPeriod_ns 1.79 \
    place_area_sq_mm 0.00315 \
    diodes 0 \
    grt-ovfl-total 0 \
    vias 1373 \
    max-cap-violations 0 \
    ys.flops 72 \
    reg2reg_to "data[2]" \
    synthDistinctLibCells 24 \
    worst_pin_slew_ns 0.413 \
    total_power_uw 2970 \
    ir_drop_v 0.000467 \
    setup_viol 0 \
    cts.path.max_buffers 2 \
    setup_ws_ns 0.114 \
    grt_start_max_net_pins 25 \
    utilization 0.487 \
    cts_buffers 9 \
    fp_util 0.412 \
    path_max_fanout 6 \
    clock_sinks 72 \
    cp.required_ns 1.99 \
    flop_cell "edfxtp_1" \
    holdWs_ns 0.206 \
    worst_r2r_startpoint "registers[5][2]" \
    ys_warn_count 2 \
    slew_violations 0 \
    period_used_share 0.940 \
    final_area_sq_mm 0.00331 \
    warning_count 25 \
    top_cell_area_share 0.772 \
    fmax_mhz 560 \
    grt_pass1_wl_um 7450 \
    clk_pin_slew_ns 0.07 \
    min_path_cells 0 \
    root_buffer "clkbuf_8" \
    core_sq_mm 0.00679 \
    ys_cells 141 \
    postCtsHoldBufs 0 \
    pin_count 13 \
    htreeDepth 3 \
    clock_latency_ns 0.34 \
    p_leak_uw 0.00117 \
    drive_gt1_frac 0.250 \
    rows 30 \
    syn_inst 141 \
    first_pass_iters 4 \
    wl_per_cell_um 16.7 \
    postRouteAntennaNets 0 \
    mostFrequentLayoutCell "edfxtp_1" \
    die_y_um 85.7 \
    area_delta_synth_final_pct 18.0 \
    synth_top_cell_by_area "edfxtp_1" \
    area_leaders "edfxtp_1 77%, mux4_1 7.5%, mux2i_1 3.6%" \
    edf_count 72 \
    critPathKind "input port to flip-flop" \
    crit_path_start_kind "input port" \
    drc 0 \
    cts.repair.resized 0 \
    cts_setup_buffers 0 \
    async_flop_share 0 \
]
[per-layer routing]
metal | share of wire | vias to the layer above | wire length [um] | GRT usage
met5 | 0 | - | 0 | 0
met4 | 0.021 | 0 | 97 | 0.0258
met3 | 0.11 | 10 | 520 | 0.0918
met2 | 0.45 | 64 | 2080 | 0.215
met1 | 0.41 | 657 | 1910 | 0.214
li1 | - | 642 | - | -
[flip-flops by register name, summed over array words and instances (netlist names)]
register and flops:
registers 64, data 8
[cells by family (layout without fill, tap and decap cells)]
| family | Yosys count | count (layout) | synth area share |
|---|---|---|---|
| compound gates | 15 | 15 | 0.0402 |
| buf+inv | 10 | 49 | 0.0214 |
| flops | 72 | 72 | 0.772 |
| mux | 23 | 23 | 0.131 |
| simple gates | 21 | 21 | 0.0357 |
[worst max-delay path, stage by stage]
cell and delay, ns:
clkdlybuf4s50_1 0.48, buf_4 0.17, mux4_1 0.57, mux2_2 0.27
[per-stage QoR]
stage | TNS [ns] | std cells
floorplan | 0 | 141
global placement | -6.74 | 261
detailed placement | -6.35 | 261
CTS | 0 | 276
global route | 0 | 276
finish | 0 | 276
[where the power goes]
part | switching [uW] | internal, uW | total, uW | leakage (uW)
combinational | 80.8 | 91.6 | 172 | 0.000424
clock | 490 | 454 | 944 | 0.0000854
sequential | 36.4 | 1810 | 1850 | 0.000661
[final cells by class]
type                       instances  area [sq um]
fill                             545          3490
sequential                        72          2160
multi-input combinational         59           579
timing repair buffer              31           280
clock buffer                      10           128
tap                               96           120
clock inverter                     5          25.0
inverter                           3          11.3
[worst max-delay path by stage]
stage                 startpoint               to  slack, ns  cells after the start
after CTS             address[0]  registers[1][2]       0.12                      6
after global routing  address[0]  registers[1][2]       0.06                      6
final                 address[0]          data[0]       0.11                      4
[synthesized netlist by cell type (3+ instances only)]
library cell	count
buf_2	3
edfxtp_1	72
inv_1	3
mux2_2	4
mux2i_1	10
mux4_1	8
nand2_1	4
nand2b_1	3
nor2_1	8
nor3_1	3
o22ai_1	4
Power and IR drop assume default switching activity.
