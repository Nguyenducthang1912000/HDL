$ cat /design/flow/config.mk
export PLATFORM = sky130hd
export DESIGN_NAME = Cong
export DESIGN_NICKNAME = Cong
export VERILOG_FILES = /design/flow/design.v
export SDC_FILE = /design/flow/constraint.sdc
export NUM_CORES = 4
export LEC_CHECK = 1
export CORE_AREA = 10 10 94 94
export DIE_AREA = 0 0 104 104
$ cat /design/flow/design.v
module Cong(
	input clk,
	input[15:0] datain,
	output[15:0] dataout
);
reg [2:0] count;
reg[15:0] Result;
assign dataout = Result;
always @(posedge clk)
begin
	count <= count + 1'b1;
	if (count<=0)
		Result = datain;
	else if (count <=1)
		Result = Result + 1'b1;
	else if (count <=2)
		Result = Result + 1'b1;
	else if (count <=3)
		Result = Result + 1'b1;
	else if (count <=4)
		Result = Result + 1'b1;
	else if (count <=5)
		Result = Result + 1'b1;
	else if (count <=6)
		Result = Result + 1'b1;
	else if (count <=7)
		count <= 0;
end
endmodule
$ cat /design/flow/run.sh
#!/bin/bash
# OpenROAD 26Q1-2900-gdf79404cd8, Yosys 0.63+post, stock flow scripts
make -C /OpenROAD-flow-scripts/flow DESIGN_CONFIG=/design/flow/config.mk WORK_HOME=/design/flow/orfs finish
$ cat /design/flow/constraint.sdc
current_design Cong

set clk_period 3.3
set clk_io_pct 0.2

create_clock -name clk0 -period $clk_period [get_ports {clk}]

set non_clock_inputs [all_inputs -no_clocks]
set_input_delay [expr $clk_period * $clk_io_pct] -clock clk0 $non_clock_inputs
set_output_delay [expr $clk_period * $clk_io_pct] -clock clk0 [all_outputs]
==> job_summary.md <==
### Flow metrics

| Metric | Value |
|---|---|
| Outcome | finished, final reports clean |
| Initial core utilization | 15.9% |
| CTS HTree Levels | 1 |
| Met3 Routed Length | 238 microns |
| Post-route ant nets | 0 |
| Hold Fails Final Rpt | 0 |
| Post-synth EDFFs | 16 |
| CTS resizes | 0 |
| Sw Ratio | 18.1% |
| P_int | 0.359 mW |
| CTS Root Buffer Type | clkbuf_8 |
| Ys async rst share | 0% |
| Cells in synth_stat.txt | 104 |
| Combinational share of power | 4.5% |
| RSZ-0062 raised after global routing | false |
| Dpl hpwl | 2.26 mm |
| First-pass GRT wire length | 4.68 mm |
| Chip width | 104 microns |
| Setup TNS | 0 ns |
| P_sw | 0.0795 mW |
| Largest net degree at the start of global routing | 19 |
| Worst-Margin Slew | 0.654 ns |
| Max frequency | 509 MHz |
| DRC viols | 0 |
| CP max stage cell | clkdlybuf4s50_1 |
| Rel. slew slack | 56.3% |
| Count leader, synth | edfxtp_1 |
| WL/cell | 12.1 microns |
| YS chip area | 1090 sq um |
| Yosys cell types | 26 |
| I/O pins | 33 |
| Max-Cap Viols | 0 |
| CTS clk-pin slew, worst paths | 0.07 ns |
| Pre-antenna DRT Iters | 6 |
| Max rail drop VDD | 0.113 mV |
| WS Path Type | reg2out |
| Port Buf Inserts | 32 |
| Area share, top type | 44.1% |
| Area growth syn-to-layout | 44.5% |
| RePlAce Congestion | 0.813 |
| Initial drt markers | 57 |
| CP arrival | 1.31 ns |
| Cts bufs inserted | 3 |
| Setup crit start | Result[2] |
| Routed wire length | 2.83 mm |
| CP Max Fanout | 7 |
| Row cnt | 30 |
| Critical Path Start Type | flop |
| Critical path buffers and inverters | 1 |
| Layout cell share with drive strength beyond 1 | 7.25% |
| Sink Count | 19 |
| Delay-heaviest family, CP | buffers and inverters |
| HP Start | count[0] |
| Vias/cell | 3.66 |
| Met1 wire length | 1.48 mm |
| YS warnings | 1 |
| # hold bufs at CTS | 0 |
| Fin. max-slew vios | 0 |
| Pwr/cell area | 279 nW/um^2 |
| Final setup violation count | 0 |
| Vias in the first global route | 887 |
| Max stage delay on crit path | 0.54 ns |
| Full die area | 10800 sq um |
| Seq pwr share | 58.5% |
| CP required | 2.64 ns |
| Worst hold-check path type | reg2reg |
| Clock Latency Late Sink | 0.26 ns |
| #FFs+latches synth | 19 |
| Tool warning count | 27 |
| N_diodes | 0 |
| Top routing layer in use | met4 |
| Post-Syn Area | 1090 sq um |
| Dominant flop cell | edfxtp_1 |
| Core area | 6830 sq um |
| Mean post-synth cell area | 10.5 sq um |
| Clock tree buffer depth | 2 |
| Crit path time final | 1.97 ns |
| Clock Skew | 0.00162 ns |
| Mapped Cells | 104 |
| Post-synth seq share | 49.7% |
| Vias after detailed routing | 856 |
| Clk pwr share | 37.0% |
| Die Ht | 104 microns |
| Antenna violations before repair | 0 |
| Grt total ovfl | 0 |
| CP Capture Type | output pin |
| Lkg Pwr | 0.479 nW |
| Cell type with the largest total area | edfxtp_1 |
| Tcrit/Tclk final | 59.5% |
| Overall routing resource usage | 5.28% |
| Top cells by count | 16 x edfxtp_1, 15 x nand2_1, 8 x o21ai_0 |
| Top cells by area | edfxtp_1 44%, ha_1 5.7%, xnor2_1 5.6%, xor2_1 5.6%, dfxtp_1 5.5% |
| WL met2 | 1.08 mm |
| Hold WS | 0.401 ns |
| CTS tree | done |
| R2R Path Start | Result[0] |
| Post-CTS setup buffer count | 0 |
| Crit path cell chain | clkdlybuf4s50_1 |
registers in the layout (all words and copies together), names as in the netlist:
signal and count:
Result 16, count 3
cells in the final DEF (no fill, tap or decap), types with 2 or more instances in the layout:
cell type,instances
ha_1,5
inv_1,6
dfxtp_1,3
nand2_1,15
clkbuf_8,3
o21ai_0,8
edfxtp_1,16
clkdlybuf4s50_1,32
xnor2_1,7
mux2_1,2
xor2_1,7
nor4_1,6
nand3_1,6
nand4_1,4
o21ai_1,4
nor2_1,2
power by group through the flow:
stage	sequential, mW	combinational (mW)	clock, mW
4_1_cts	0.256	0.0202	0.168
5_1_grt	0.256	0.0211	0.179
6_report	0.256	0.0199	0.162
cells by family (layout without fill, tap and decap cells):
| family | Yosys count | in the layout | share of synthesized area [%] |
|---|---|---|---|
| fa+ha+maj | 5 | 5 | 5.75 |
| mux | 3 | 3 | 3.10 |
| compound gates | 15 | 15 | 7.47 |
| simple gates | 38 | 38 | 19.3 |
| flops | 19 | 19 | 49.7 |
| xor+xnor | 14 | 14 | 11.3 |
| buf+inv | 10 | 44 | 3.45 |
layout make-up:
cell class | instances | area [sq um]
Sequential cell | 19 | 541
Fill cell | 761 | 5260
Inverter | 7 | 26.3
Tap cell | 96 | 120
Timing Repair Buffer | 33 | 328
Clock buffer | 4 | 45.0
Multi-Input combinational cell | 75 | 513
final timing paths:
kind,to,slack [ns],cells past startpoint
worst min register to register,count[0],0.40,1
worst max register to register,Result[10],1.40,5
worst max-delay path,dataout[2],1.33,1
worst min-delay path,count[0],0.40,1
metrics by stage:
stage / instances / total power [mW] / util, % / area [sq um] / worst slack (ns)
CTS: 234 / 0.444 / 23.0 / 1570 / 1.32
finish: 234 / 0.438 / 23.0 / 1570 / 1.33
global placement: 230 / 0.282 / 22.4 / 1530 / 1.46
floorplan: 104 / 0.262 / - / 1090 / 1.56
detailed placement: 230 / 0.281 / 22.4 / 1530 / 1.41
global route: 234 / 0.456 / 23.0 / 1570 / 1.26
layer usage:
| layer | global-route usage, % | up-vias |
|---|---|---|
| met5 | 0 | - |
| met4 | 0.596 | 0 |
| met3 | 2.32 | 4 |
| met2 | 7.39 | 30 |
| met1 | 7.58 | 378 |
| li1 | - | 444 |
Power is estimated from default activity; no workload was simulated.
